`./design.v`:
```
module APB_to_AHB_Bridge(HCLK,RESET_n,HSEL,HADDR,HWRITE,HREADY,HWDATA,HREADYOUT,HRDATA,PSEL,PADDR,PENABLE,PWRITE,PWDATA,PRDATA);
    localparam IDLE = 3'b000;
    localparam WAIT = 3'b001;
    localparam WRITE_SETUP = 3'b010;
    localparam WRITE_ENABLE =  3'b011;
    localparam READ_SETUP = 3'b100;
    localparam READ_ENABLE = 3'b101;
    input HCLK,RESET_n,HSEL,HWRITE,HREADY;
    input [6:0] HADDR;  
    input [31:0] HWDATA, PRDATA;
    output reg HREADYOUT,PENABLE,PWRITE;
    output reg [3:0] PSEL;  
    output reg [4:0] PADDR;
    output reg [31:0] HRDATA,PWDATA;
    reg [2:0] cs,ns;  
    reg [6:0] reg1;  
    reg [6:0] reg2;  
    reg [31:0] reg3;  
    reg reg4;  
    reg reg5;  
    reg reg6;  
    reg reg7;  
    reg LAST_OP;
    always @(posedge HCLK or negedge RESET_n) begin
        if(!RESET_n)
            cs <= IDLE;
        else begin
            cs <= ns;
        end
    end
    always @(*) begin
        case (cs)
            IDLE: ns = !HSEL ? IDLE : HWRITE ? WAIT : READ_SETUP;
            WAIT: ns = WRITE_SETUP;
            WRITE_SETUP: ns = WRITE_ENABLE;
            WRITE_ENABLE: begin  
              ns = (!reg5 && !reg6 && HSEL && HWRITE) ? WAIT :  
                   ((reg5 && !reg4) || (!reg5 && (!reg6 && HSEL && !HWRITE))) ? READ_SETUP :  
                   (!reg5 && reg6 && !reg7) ? READ_ENABLE :  
                   ((reg5 && reg4) || (!reg5 && reg6 && reg7)) ? WRITE_SETUP :  
                   IDLE;  
            end
            READ_SETUP: ns = READ_ENABLE;
            READ_ENABLE: ns = (reg5 && !reg4) ? READ_SETUP :  
                              (reg5 && reg4) || (reg6 && reg7) ?  WAIT :  
                              (reg6 && !reg7) ? READ_SETUP :  
                            IDLE;
            default: ns = IDLE;
        endcase
    end
    always @(*) begin
        case (cs)
            IDLE: begin
                PENABLE = 0;
                HREADYOUT = 1;
                if (LAST_OP) begin
                    PENABLE = 1;
                end
                if (!HREADY) begin  
                    PADDR = reg1[4:0];
                    PWDATA = reg3;
                end
            end
            READ_SETUP: begin
                if (!HREADY)  
                    PADDR = reg1[4:0];
                PWRITE = 0;
                PENABLE = 0;
                HREADYOUT = HREADY;
            end
            READ_ENABLE: begin
                PENABLE = 1;
                PWRITE = 0;
                HREADYOUT = 1;
                HRDATA = PRDATA;
            end
            WAIT: begin
                PENABLE = 0;
                HREADYOUT = 1;
                PWRITE = 0;  
            end
            WRITE_SETUP: begin
                if (!HREADY) begin  
                    PADDR = reg1[4:0];
                    PWDATA = reg3;
                end
                PENABLE = 0;
                PWRITE = 1;
                HREADYOUT = HREADY;
            end
            WRITE_ENABLE: begin
                PENABLE = 1;
                PWRITE = 1;
                HREADYOUT = 1;
            end
            default: begin  
                PENABLE = 0;
                PWRITE = 0;
                HREADYOUT = HREADY;
            end
        endcase
    end
    always @(posedge HCLK or negedge RESET_n) begin
        if (!RESET_n) begin
            reg1 <= 0;
        end
        else if ((cs == IDLE ) && HSEL) begin
            reg1 <= HADDR;
        end
        else if ((cs == WRITE_ENABLE) || (cs == READ_ENABLE)) begin
                if (reg5)  
                    reg1 <= reg2;  
                else if(reg6)
                    reg1 <= reg2;
            end
        else if ((cs == WAIT) || (cs == WRITE_SETUP)) begin
                if(reg6)
                    reg1 <= reg2;
            end
    end
    always @(posedge HCLK or negedge RESET_n) begin
        if (!RESET_n) begin
            reg2 <= 0;
            reg3 <= 0;
            reg4 <= 0;
            reg5 <=0;
        end
        else begin
            if ((HSEL && ((cs == WAIT) || (cs == READ_SETUP))) || (cs == WRITE_ENABLE && ((ns == WRITE_SETUP) || (ns == WAIT) || (ns == READ_SETUP) || (ns == READ_ENABLE)))) begin
                reg2 <= HADDR;
            end
            if ((cs == WAIT) || (cs == WRITE_ENABLE && ns == WRITE_SETUP) || (!reg5 && (cs == WRITE_SETUP) && (ns == WRITE_ENABLE))) begin
                reg3 <= HWDATA;
            end
            if ((HSEL && ((cs == WAIT) || (cs == READ_SETUP))) || (cs == WRITE_ENABLE && ((ns == WRITE_SETUP) || (ns == WAIT) || (ns == READ_SETUP) || (ns == READ_ENABLE)))) begin
                reg4 <= HWRITE;
            end
            if ((cs == WAIT) || (cs == READ_SETUP) ) begin
                reg5 <= HSEL;
            end
            else if((cs == READ_ENABLE) || (cs == WRITE_ENABLE))  
                reg5 <= 0;
        end
    end
    always @(posedge HCLK or negedge RESET_n) begin
        if (!RESET_n) begin
            reg6 <= 0;
            reg7 <= 0;
        end
        else begin
            if ((cs == WRITE_SETUP) || (!reg6 && cs == WRITE_ENABLE)) begin
                reg6 <= HSEL;
                reg7 <= HWRITE;
            end
        end
    end
    always @(posedge HCLK or negedge RESET_n) begin
        if (!RESET_n)
            LAST_OP = 0;
        else if((cs == IDLE) && !HREADY)
            LAST_OP <= 1;
        else
            LAST_OP <= 0;
    end
    always @(*) begin
        case (reg1[6:5])  
            2'b00: PSEL = 4'b0001;
            2'b01: PSEL = 4'b0010;
            2'b10: PSEL = 4'b0100;
            2'b11: PSEL = 4'b1000;
        endcase
    end
endmodule
```
`./run.sh`:
```
#!/bin/bash
# OpenROAD 26Q1-2900-gdf79404cd8, Yosys 0.63+post, stock flow scripts
make -C /OpenROAD-flow-scripts/flow DESIGN_CONFIG=/design/flow/config.mk WORK_HOME=/design/flow/orfs finish
```
`./config.mk`:
```
export PLATFORM = sky130hd
export DESIGN_NAME = APB_to_AHB_Bridge
export DESIGN_NICKNAME = APB_to_AHB_Bridge
export VERILOG_FILES = /design/flow/design.v
export SDC_FILE = /design/flow/constraint.sdc
export NUM_CORES = 4
export LEC_CHECK = 1
export CORE_UTILIZATION = 30
```
`./constraint.sdc`:
```
current_design APB_to_AHB_Bridge

set clk_period 5.5
set clk_io_pct 0.2

create_clock -name clk0 -period $clk_period [get_ports {HCLK}]

set non_clock_inputs [all_inputs -no_clocks]
set_input_delay [expr $clk_period * $clk_io_pct] -clock clk0 $non_clock_inputs
set_output_delay [expr $clk_period * $clk_io_pct] -clock clk0 [all_outputs]
```
==> reports/README.md <==
| Quantity | This run | Unit |
| --- | --- | --- |
| Overall routing resource usage | 13.2 | % |
| Width of the die | 116 | um |
| Floorplan row count | 41 | - |
| Detailed router's first-iteration violation count | 146 | - |
| Number of gates given a new drive strength after cts | 0 | - |
| Share of flip-flops with an asynchronous set or reset after synthesis | 44.9 | % |
| Final cell area excluding filler cells | 5910 | um^2 |
| Maximum clock path buffer count | 2 | - |
| Critical path type | input port to flip-flop | - |
| Post-synth top flop | dfrtp_1 | - |
| Count of vias placed by the detailed router | 2946 | - |
| Final routed wire length divided by cell count | 13.7 | um |
| Required time at the worst-slack endpoint | 5700 | ps |
| Critical Path End Type | flip-flop | - |
| Clock Pin Slew Worst Setup and Hold Paths | 50 | ps |
| Hold_buf cts | 0 | - |
| Initial DRT Pass Iterations | 4 | - |
| Core Util at FP | 30.9 | % |
| Post-synth design cell area | 3910 | um^2 |
| Clock tree root buffer cell | clkbuf_16 | - |
| Cycle use final | 64.9 | % |
| Maximum capacitance violations | 0 | - |
| Post-Syn Instances | 318 | - |
| Final setup fails | 0 | - |
| Power consumption | 2930 | uW |
| Total tool warning count | 25 | - |
| Wire length of the first global-routing pass | 13.7 | mm |
| Fraction of final layout cells sized beyond drive strength 1 | 12.8 | % |
| Total congestion overflow after global routing | 0 | - |
| Slew headroom | 44.1 | % |
| Die area | 13500 | um^2 |
| Worst Tran Pin Value | 838 | ps |
| Crit path time final | 3570 | ps |
| Die y size | 116 | um |
| Antenna violations before repair | 0 | - |
| CP Data Arrival Time | 3770 | ps |
| Placeable core region | 12700 | um^2 |
| Latency at later pin | 320 | ps |
| Number of buffers inserted during clock tree synthesis | 9 | - |
| Total negative slack for setup checks | 0 | ps |
| Via count of the first global-routing pass | 2761 | - |
| Ys flops | 127 | - |
| Maximum clock frequency | 280 | MHz |
| Largest fanout of any net on the critical path | 32 | - |
| H-tree depth reported by CTS | 3 | - |
| Number of synthesis warnings | 1 | - |
| Worst hold-check path type | flip-flop to flip-flop | - |
| Clk_skew | 6.90 | ps |
| Final number of hold-violating endpoints | 0 | - |
| Port buffer count | 151 | - |
| P_leak | 0.00269 | uW |
| Number of primary I/O pins | 152 | - |
| Power density cells | 496 | nW/um^2 |
| Clock tree from TritonCTS | built | - |
| Setup repair after global routing missed its margin | false | - |
| Pin count of the biggest net entering global routing | 58 | - |
| Startpoint class of the critical path | input port | - |
| Post-route DRC | 0 | - |
| Post-DR vias/cell | 4.55 | - |
| YS chip area | 3910 | um^2 |
| Remaining antenna violation count after routing | 0 | - |
| Number of enable-type register cells in the synthesized netlist | 0 | - |
| Final weighted congestion in routability-driven placement | 0.809 | - |
| Ant. Diodes | 0 | - |
| Number of buffers inserted to repair setup after CTS | 0 | - |
| Count of cells along the worst register-to-register path | 6 | - |
| Outcome | finished clean | - |
| Detailed Place HPWL | 6.26 | mm |
| Area growth from synthesis to layout | 51.1 | % |
| Post-synthesis cell type count | 41 | - |
| Number of register pins that no clock reaches | 70 | - |
| Placed inst area | 5570 | um^2 |
| Endpoints left unconstrained | 140 | - |
| Mean instance size in the synthesized netlist | 12.3 | um^2 |
| Final max-slew violation count | 0 | - |
| Worst Hold Depth | 1 | - |
| Peak supply drop | 211 | uV |
| Wirelength, routed | 8.85 | mm |
| Yosys Instances | 318 | - |
[layout by cell type (no fill, tap or decap), types with 2 or more instances in the layout]
cell / synthesis / final
or3_1: 3 / 3
o22ai_1: 7 / 7
dfrtp_1: 56 / 56
clkinv_2: 0 / 2
mux2_4: 30 / 30
and3b_1: 2 / 2
o2bb2ai_1: 9 / 9
nor2b_1: 4 / 4
clkdlybuf4s50_1: 0 / 150
a211o_1: 9 / 9
dlxtn_1: 38 / 38
and2_1: 3 / 3
bufinv_16: 0 / 3
nor3b_1: 2 / 2
nor2_1: 11 / 11
o211ai_1: 2 / 2
inv_1: 5 / 5
dlxtp_1: 32 / 32
or2_2: 2 / 2
mux2_2: 2 / 2
o31a_1: 3 / 3
nand2_1: 49 / 49
clkbuf_16: 0 / 9
buf_4: 0 / 4
a21oi_1: 10 / 10
o21a_1: 3 / 3
o21ai_0: 7 / 7
[kinds of logic (layout without fill, tap and decap cells)]
family,after synthesis,after routing,share of synthesized area (%)
flops,57,57,36.5
buf+inv,18,175,2.82
compound gates,60,60,11.9
latches,70,70,26.9
simple gates,81,81,9.82
mux,32,32,12.1
[worst paths after layout]
path                                startpoint                  end  slack (ps)
setup / recovery                          HSEL  reg3[9]$_DFFE_PN0P_        1930
hold / removal             reg3[9]$_DFFE_PN0P_  reg3[9]$_DFFE_PN0P_         500
setup reg to reg              reg5$_DFFE_PN0P_  reg3[9]$_DFFE_PN0P_        2750
hold reg to reg            reg3[9]$_DFFE_PN0P_  reg3[9]$_DFFE_PN0P_         500
max in group asynchronous              RESET_n  reg2[1]$_DFFE_PN0P_        4070
min in group asynchronous              RESET_n  reg3[5]$_DFFE_PN0P_         930
[cells in the mapped netlist, drive strengths merged (5+ instances only)]
master | number | area [um^2]
dfrtp | 56 | 1400
nand2 | 49 | 184
dlxtn | 38 | 571
dlxtp | 32 | 480
mux2 | 32 | 473
nor2 | 11 | 41.3
a21oi | 10 | 50.1
a211o | 9 | 78.8
buf | 9 | 76.3
o21ai | 9 | 56.3
o2bb2ai | 9 | 78.8
o22ai | 7 | 43.8
inv | 5 | 18.8
[flip-flops by register name, summed over array words and instances, names as in the netlist, 5 cells and up]
| signal | flops |
|---|---|
| HRDATA | 32 |
| PWDATA | 32 |
| reg3 | 32 |
| reg1 | 7 |
| reg2 | 7 |
| cs | 6 |
| PADDR | 5 |
[area by class of cell]
class                      instances  area [um^2]
clock buffer                       9          225
clock inverter                     6          108
inverter                           5         18.8
fill                            1137         6760
sequential                       127         2480
tap                              172          215
multi-input combinational        173         1330
timing repair buffer             155         1540
[critical path, cell delays in order]
cell             delay, ps
clkdlybuf4s50_1        650
nor4b_4                270
o31a_1                 590
a2111oi_4              100
o21ai_4                140
buf_4                  490
mux2_2                 400
[where the power goes]
| part | total (uW) | internal, uW | leakage (uW) | switching (uW) |
|---|---|---|---|---|
| combinational | 1210 | 754 | 0.00128 | 451 |
| sequential | 1100 | 898 | 0.00125 | 204 |
| clock | 621 | 437 | 0.000161 | 184 |
[through the flow]
step | utilization [%] | cells | hold slack, ps | worst slack, ps
2_1_floorplan | - | 318 | 352 | 2790
3_3_place_gp | 44.0 | 632 | 485 | 1650
3_5_place_dp | 44.0 | 632 | 491 | 1580
4_1_cts | 46.6 | 647 | 502 | 1930
5_1_grt | 46.6 | 647 | 514 | 1810
6_report | 46.6 | 647 | 500 | 1930
[routing by layer]
layer	up-vias	global-route usage [%]	part of all wire, %
li1	1403	-	-
met1	1358	19.0	43
met2	170	20.8	44
met3	15	3.59	11
met4	0	2.31	1.6
met5	-	0	0
Power and IR drop assume default switching activity.
